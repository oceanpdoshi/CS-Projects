==> flow/design.v <==
`timescale 1ns / 1ps
module eem16_proj3(
    input x1,
    input x0,
    input r,
    input clk,
    output z1,
    output z0
    );
		wire Q1;
		wire Q0;
		reg J1;
		reg K1;
		reg J0;
		reg K0;
		jkff JK1 (
				.J(J1), 
				.K(K1), 
				.clk(clk), 
				.CLR(r), 
				.Q(Q1)
			);
		jkff JK0 (
				.J(J0), 
				.K(K0), 
				.clk(clk), 
				.CLR(r), 
				.Q(Q0)
			);	
	always @(posedge clk) begin
		begin
			J1 = (Q0 || x1) && (~r) && (x0);
			K1 = (~Q0 || x1 || r) && (x0 || r);
			J0 = (x0) && ~r && ~Q1;
			K0 = (Q1 || x1 || r) && (x0 || r);
		end
	end
	assign z1 = Q1 && x0 && ~r && (~Q0 || x1);
	assign z0 = Q1 && ~Q0 && x1 && ~r;
endmodule
`timescale 1ns / 1ps
module jkff(
    input J,
    input K,
    input clk,
    input CLR,
    output Q
    );
	reg Qout = 0;
	always @(negedge clk, posedge CLR) begin
		if (CLR == 1)
			Qout = 0;
		else if (J == 0 && K == 0)
			Qout = Qout;
		else if (J == 0 && K == 1)
			Qout = 0;
		else if (J == 1 && K == 0)
			Qout = 1;
		else if (J == 1 && K == 1)
			Qout = ~Qout;
	end
	assign Q  = Qout;
endmodule
==> flow/run.sh <==
#!/bin/bash
# OpenROAD 26Q1-2900-gdf79404cd8, Yosys 0.63+post, stock flow scripts
make -C /OpenROAD-flow-scripts/flow DESIGN_CONFIG=/design/flow/config.mk WORK_HOME=/design/flow/orfs finish
==> flow/config.mk <==
export PLATFORM = sky130hd
export DESIGN_NAME = eem16_proj3
export DESIGN_NICKNAME = eem16_proj3
export VERILOG_FILES = /design/flow/design.v
export SDC_FILE = /design/flow/constraint.sdc
export NUM_CORES = 4
export LEC_CHECK = 1
export CORE_AREA = 10 10 70 70
export DIE_AREA = 0 0 80 80
==> flow/constraint.sdc <==
current_design eem16_proj3

set clk_period 1.3
set clk_io_pct 0.2

create_clock -name clk0 -period $clk_period [get_ports {clk}]

set non_clock_inputs [all_inputs -no_clocks]
set_input_delay [expr $clk_period * $clk_io_pct] -clock clk0 $non_clock_inputs
set_output_delay [expr $clk_period * $clk_io_pct] -clock clk0 [all_outputs]
==> flow_metrics.tcl <==
# collected from the flow reports
set metrics [dict create \
    track_usage_pct 1.60 \
    h-tree-depth 1 \
    antenna_found_initial 0 \
    grt_pass1_vias 221 \
    critPathCaptureType "output pin" \
    final_common_cell "buf_4" \
    cap_violations 0 \
    cts_buffers 3 \
    syn_area_per_cell_sq_um 10.1 \
    clkTransAtPathRegs_ns 0.04 \
    die-area_sq_um 6400 \
    post_dp_cell_area_sq_um 373 \
    tritoncts "done" \
    netlist.area_leader.share_pct 37.6 \
    vdd_drop_max_mv 0.246 \
    path_delay_family "flip-flops" \
    die_height_um 80 \
    outcome "finished with violations" \
    grt_pass1_wl_um 869 \
    hold_violations 0 \
    yosysWarnings 2 \
    path_buffers 2 \
    power_mw 0.742 \
    wire_per_inst_um 6.06 \
    fillCellCount 395 \
    timing.hold.ws_ns 0.740 \
    ant_nets 0 \
    final_design_area_no_fill_sq_um 445 \
    worstPathCellList "buf_6, and4bb_2, buf_2" \
    dp_hpwl_um 353 \
    pin_count 6 \
    synth_flops 6 \
    final.setup.tns_ns -2.18 \
    ys_cells 21 \
    slowest_stage "dfrtn_1" \
    clock_latency_ns 0.25 \
    fp_util_pct 6.23 \
    area_leaders "dfxtp_1 (38%), dfrtn_1 (24%), nor2_1 (8.8%)" \
    drt-initial-drc-count 26 \
    logic_area_sq_um 90.1 \
    core-area_sq_um 3420 \
    synth_cell_type_count 11 \
    synth_chip_area_sq_um 213 \
    violations "negative setup slack" \
    finish.utilization_pct 13.0 \
    grt_max_degree 4 \
    holdBufCountCts 0 \
    first_pass_iters 2 \
    vias 215 \
    leakagePower_nw 0.197 \
    critPathMaxStageDelay_ns 0.42 \
    postSynthSeqShare_pct 61.2 \
    clock_sinks 6 \
    crit_arrival_ns 1.74 \
    row_count 21 \
    grt_setup_unrepaired "true" \
    skew_ns 0.0140 \
    post-place-ws_ns -0.702 \
    fin_ws_ns -0.699 \
    vias_per_cell 2.47 \
    cp_max_fo 2 \
    start_kind "flop" \
    crit_required_ns 1.04 \
    setup_viol 6 \
    drc 0 \
    area_growth_pct 109 \
    diodes 0 \
    power_density_nw_per_um2 1670 \
    slew_violations 0 \
    ff_latch_area_sq_um 130 \
    relSlewSlack_pct 92.0 \
    crit_type "reg2out" \
    syn_area_sq_um 213 \
    die_x_um 80 \
    placedCellCount 79 \
    drive_gt1_share_pct 48.8 \
    syn_inst 21 \
    stdcell_count 87 \
    worstMarginPinSlew_ns 0.120 \
    final_cell_mix "buf_4 (9), dfxtp_1 (4), nor2_1 (4)" \
    cts_root_buffer "clkbuf_4" \
    place_congestion 0.751 \
    openroad.warnings 28 \
    wirelength_um 527 \
    numPortBuffers 5 \
    top_area_cell "dfxtp_1" \
    clockBufferDepth 2 \
    grt-ovfl-total 0 \
    hold_path.class "in2reg" \
]
registers in the layout, summed over array words and instances, names as in the netlist:
signal,cells
J1,1
K0,1
K1,1
J0,1
JK0.Qout,1
JK1.Qout,1
area by class of cell:
type,count,area share [%]
clock buffers,3,5.06
multi-input cells,14,20.2
repair buffers,17,31.7
flip-flops and latches,6,29.2
inverters,1,0.843
well taps,46,12.9
worst min-delay path, cell delays in order:
cell and delay, ns:
clkdlybuf4s50_1 0.50, buf_4 0.12, a21o_1 0.07
per-layer routing:
metal	GRT usage [%]	routed length [um]
met5	0	0
met4	0.704	6
met3	0.909	50
met2	2.01	201
met1	2.14	269
where the power goes:
group	switching, mW	total (mW)	internal, mW
combinational	0.107	0.321	0.215
clock	0.0591	0.163	0.104
sequential	0.0236	0.257	0.234
repair_timing:
action | CTS | global route
resized | 10 | 3
pin swaps | 7 | 3
setup endpoints to repair | 6 | 6
gates cloned | 0 | 0
setup buffers | 5 | 2
Yosys cell counts, drive strengths merged:
master,n
dfrtn,2
o21ai,1
a21o,1
nand2b,2
nor2,5
a21oi,2
dfxtp,4
and4bb,1
nand2,1
inv,1
and4,1
path summary, 6_finish.rpt:
| check | from | end | slack [ns] | cells past startpoint |
|---|---|---|---|---|
| min in group asynchronous | r | JK0.Qout$_DFFE_NP0P_ | 0.87 | 3 |
| max reg2reg | JK0.Qout$_DFFE_NP0P_ | J1$_DFF_P_ | -0.27 | 5 |
| min | r | K1$_DFF_P_ | 0.74 | 3 |
| max | JK0.Qout$_DFFE_NP0P_ | z0 | -0.70 | 3 |
| min reg2reg | JK1.Qout$_DFFE_NP0P_ | JK1.Qout$_DFFE_NP0P_ | 0.78 | 4 |
| max in group asynchronous | r | JK1.Qout$_DFFE_NP0P_ | 0.31 | 3 |
cells by family (layout without fill, tap and decap cells):
logic type             Yosys count  count (layout)  synth area share (%)
DFF                              6               6                  61.2
buffers and inverters            1              21                  1.76
and+or+nand+nor                 10              10                  26.5
AOI/OAI and AO/OA                4               4                  10.6
Power figures rest on the tool's default switching activity, not on a simulated workload.
