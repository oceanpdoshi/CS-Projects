[flow/design.v]
`timescale 1ns / 1ps
module eem16_proj2(
    input w,
    input x,
    input y,
    input z,
    output a,
    output b,
    output c,
    output d,
    output e,
    output f,
    output g
    );
assign a = (!x && !y && !z) || w || y || (x && z);
assign b = !x || (!y && !z) || (y && z);
assign c = !y || z || x || w;
assign d = w || (!x && !y && !z) || (x && !y && z) || (!x && y) || (y && !z);
assign e = (!x && !y && !z) || (y && !z);
assign f =  w || (x && !y) ||  (x && !z) || (!y && !z);
assign g = w || (x && !y) || (y && !z) || (!x && y);
endmodule
[flow/run.sh]
#!/bin/bash
# OpenROAD 26Q1-2900-gdf79404cd8, Yosys 0.63+post, stock flow scripts
make -C /OpenROAD-flow-scripts/flow DESIGN_CONFIG=/design/flow/config.mk WORK_HOME=/design/flow/orfs finish
[flow/config.mk]
export PLATFORM = sky130hd
export DESIGN_NAME = eem16_proj2
export DESIGN_NICKNAME = eem16_proj2
export VERILOG_FILES = /design/flow/design.v
export SDC_FILE = /design/flow/constraint.sdc
export NUM_CORES = 4
export LEC_CHECK = 1
export CORE_AREA = 10 10 70 70
export DIE_AREA = 0 0 80 80
[flow/constraint.sdc]
current_design eem16_proj2

set clk_period 1.0
set clk_io_pct 0.2

create_clock -name clk0 -period $clk_period

set non_clock_inputs [all_inputs -no_clocks]
set_input_delay [expr $clk_period * $clk_io_pct] -clock clk0 $non_clock_inputs
set_output_delay [expr $clk_period * $clk_io_pct] -clock clk0 [all_outputs]
==> results_dict.tcl <==
# place-and-route summary
set metrics [dict create \
    sw_frac_of_total 0.348 \
    gp_congestion 0.692 \
    synth.avg_cell_area_um2 6.26 \
    timing.final.ws_setup_ns -0.153 \
    max_freq_mhz 868 \
    ys_warn_count 0 \
    intPower_uw 76.2 \
    whs_ns 0.656 \
    hold_class "in -> out" \
    wl_per_cell_um 7.47 \
    via_per_inst 2.19 \
    grt_max_degree 6 \
    fp.dieH_um 80 \
    yosys-stat-area_um2 93.8 \
    fp_util 0.0275 \
    p_sw_uw 40.7 \
    mostFrequentLayoutCell "buf_2" \
    final_antenna_net_count 0 \
    warning_count 34 \
    final_core_util 0.0967 \
    worst_hold_path.endpoint "c" \
    core_um2 3420 \
    mi_logic_area_um2 101 \
    syn-cell-area_um2 93.8 \
    cts_hold_buf 0 \
    worstMarginPinSlew_ns 0.141 \
    slew_headroom 0.906 \
    drcViolationCount 0 \
    drt_wl_total_um 605 \
    worst_ir_drop_vdd_v 0.0000393 \
    hold_violations 0 \
    yosysTopAreaCell "o21bai_1" \
    path_max_fanout 4 \
    fp.dieW_um 80 \
    worstSetupPathType "in -> out" \
    slew_violations 0 \
    antenna_found_initial 0 \
    antennaDiodeCount 0 \
    yosys.area.top_type_share 0.160 \
    cap_violations 0 \
    cellLeakagePower_uw 0.000145 \
    nClkBuffers 0 \
    min_period_ns 1.15 \
    drive_above_1_share 0.743 \
    dpl.hpwl_um 459 \
    status "finished, violations left" \
    dr.pass1.iters 1 \
    pin_count 11 \
    via_count 177 \
    flop-count 0 \
    ys_cells 15 \
    endpoint_kind "primary output" \
    p_clk_frac 0 \
    p_total_uw 117 \
    n_fill_cell 401 \
    cp.required_ns 0.80 \
    power-per-cell-area_nw_per_um2 354 \
    syn_inst 15 \
    area_growth_pct 252 \
    rsz0062_at_grt "yes" \
    post-route-period-util 1.15 \
    hp-start "x" \
    ys_seq_share 0 \
    lay_top_cells "buf_2 (7), buf_4 (6), buf_8 (3), buf_6 (3), o21bai_1 (2)" \
    ys_types 13 \
    crit_arrival_ns 0.95 \
    drt_iter0_markers 0 \
    violations "negative setup slack" \
    top_cells_by_area "o21bai_1 (16%), maj3_1 (11%), xnor2_1 (9.3%)" \
    regArea_um2 0 \
    grt_pass1_wl_um 972 \
    p_comb_frac 1.000 \
    pwr-share-seq 0 \
    setup_violations 4 \
    rows 21 \
    grt.overflow.total 0 \
    chipArea_um2 6400 \
    io_buffer_count 11 \
    start_kind "input pin" \
    grt_pass1_vias 197 \
    holdPathStages 3 \
    grt_use_total 0.0180 \
]
[area by class of cell]
class	instances	share of cell area
repair buffers	20	0.496
multi-input cells	13	0.307
inverters	2	0.0227
well taps	46	0.174
[power groups by stage]
stage / sequential (µW) / clock (µW) / combinational (µW)
6_report: 0 / 0 / 117
5_1_grt: 0 / 0 / 130
4_1_cts: 0 / 0 / 114
[synth_stat cells]
master,number
nor2_1,2
maj3_1,1
nand2b_1,1
nand2_1,1
and3_2,1
inv_2,1
inv_1,1
o21bai_1,2
a21oi_1,1
or3_1,1
xnor2_1,1
or4_1,1
xor2_1,1
[worst max path at each step]
stage     start  to  slack (ns)  cells after the start
4_1_cts       x   a       -0.19                      5
5_1_grt       x   d       -0.19                      7
6_report      x   a       -0.15                      5
[metal layers]
| metal | routed length [µm] | vias to the layer above | share of wire | global-route usage |
|---|---|---|---|---|
| met1 | 254 | 76 | 0.42 | 0.0211 |
| li1 | - | 93 | - | - |
| met3 | 66 | 0 | 0.11 | 0.00568 |
| met2 | 283 | 8 | 0.47 | 0.0329 |
| met4 | 0 | 0 | 0 | 0 |
| met5 | 0 | - | 0 | 0 |
[critical path, stage by stage]
cell and delay (ns):
buf_8 0.10, buf_6 0.11, xnor2_2 0.12, or3_1 0.30
buf_2 0.12
[cells by family after synthesis]
group,Yosys count,share of synthesized area
buffers and inverters,2,0.0799
adder cells (fa/ha/maj),1,0.107
XOR/XNOR,2,0.187
AND/OR/NAND/NOR,7,0.413
AND-OR/OR-AND,3,0.213
[per-stage QoR]
stage          std cells  cell area (µm²)  setup slack, ns  TNS [ns]
6_report              81              330           -0.153    -0.501
5_1_grt               81              330           -0.190    -0.729
3_5_place_dp          77              299           -0.905     -5.99
2_1_floorplan         15             93.8            0.121         0
3_3_place_gp          77              299           -0.902     -5.93
4_1_cts               80              324           -0.195    -0.538
[what timing repair did]
item	in CTS	in global routing
endpoints found under the hold margin	0	0
setup endpoints to repair	7	6
gates resized	49	5
pin swaps	7	4
buffers inserted	3	1
Power is estimated from default activity; no workload was simulated.
